==> flow/run.sh <==
#!/bin/bash
# OpenROAD 26Q1-2900-gdf79404cd8, Yosys 0.63+post, stock flow scripts
make -C /OpenROAD-flow-scripts/flow DESIGN_CONFIG=/design/flow/config.mk WORK_HOME=/design/flow/orfs finish
==> flow/config.mk <==
export PLATFORM = sky130hd
export DESIGN_NAME = alu
export DESIGN_NICKNAME = alu
export VERILOG_FILES = /design/flow/design.v
export SDC_FILE = /design/flow/constraint.sdc
export NUM_CORES = 4
export LEC_CHECK = 1
export CORE_UTILIZATION = 40
==> flow/constraint.sdc <==
current_design alu

set clk_period 13.1
set clk_io_pct 0.2

create_clock -name clk0 -period $clk_period

set non_clock_inputs [all_inputs -no_clocks]
set_input_delay [expr $clk_period * $clk_io_pct] -clock clk0 $non_clock_inputs
set_output_delay [expr $clk_period * $clk_io_pct] -clock clk0 [all_outputs]
==> flow/design.v <==
module adder32(A, B, carryIn, result, carryOut, overflow);
	input   wire[31:0]	A, B;
	input   wire		carryIn;
	output  wire [31:0]	result;
	output	wire		carryOut, overflow;
	wire [32:0]			carries;  
	assign 	carries[0] 	= carryIn;
	assign 	carryOut 	= carries[32];
	assign 	overflow 	= carries[32] ^ carries[31];
	genvar i;
	generate
		for(i = 0; i < 32; i = i + 1)
			full_adder fulladd(
								.A(A[i]),
								.B(B[i]),
								.carryIn(carries[i]),
								.result(result[i]),
								.carryOut(carries[i+1])
			);
	endgenerate
endmodule
module alu(OP, A, B, result, O, S, C, Z);
	input   wire[4:0]	OP;
	input   wire[31:0]	A, B;
	output  reg [31:0]	result;
	output  reg			O, S, C, Z;
			reg [31:0]	add_A,
						add_B,
						sub_A,
						sub_B;
			wire[31:0]	add_result,
						sub_result;
			reg [31:0]	aux_result;
			wire		add_O,
						add_C,
						sub_O,
						sub_C;
			reg			carryIn,
						borrowIn;
	adder32 add32(.A(add_A), .B(add_B), .carryIn(carryIn), .result(add_result), .carryOut(add_C), .overflow(add_O));
	subtractor32 sub32(.A(sub_A), .B(sub_B), .borrowIn(borrowIn), .result(sub_result), .borrowOut(sub_C), .overflow(sub_O));
	always @(*) begin
		case (OP)
			5'b00000: begin  
				add_A 		= A;
				add_B 		= B;
				carryIn 	= 1'b0;
				aux_result 	= add_result;
			end
			5'b00001: begin  
				add_A 		= A;
				add_B 		= B;
				carryIn 	= 1'b1;
				aux_result 	= add_result;
			end
			5'b00011: begin  
				add_A 		= A;
				add_B 		= 32'b1;
				carryIn 	= 1'b0;
				aux_result 	= add_result;
			end
			5'b00100: begin  
				sub_A 		= A;
				sub_B 		= B;
				borrowIn 	= 1'b1;
				aux_result 	= sub_result;
			end
			5'b00101: begin  
				sub_A 		= A;
				sub_B 		= B;
				borrowIn 	= 1'b0;
				aux_result	= sub_result;
			end
			5'b00110: begin  
				sub_A 		= A;
				sub_B 		= 32'b1;
				borrowIn 	= 1'b0;
				aux_result 	= sub_result;
			end
			5'b01000: aux_result = A << 1; 		 
			5'b01001: begin
					aux_result = A >>> 1; 		 
					aux_result[31] = aux_result[30];  
			end
			5'b10000: aux_result = 32'b0; 		 
			5'b10001: aux_result = A & B; 		 
			5'b10010: aux_result = (~A) & B;	 
			5'b10011: aux_result = B;			 
			5'b10100: aux_result = A & (~B);	 
			5'b10101: aux_result = A;			 
			5'b10110: aux_result = A ^ B;		 
			5'b10111: aux_result = A | B;		 
			5'b11000: aux_result = ~(A & B);	 
			5'b11001: aux_result = ~(A ^ B);	 
			5'b11010: aux_result = (~A);		 
			5'b11011: aux_result = (~A) | (B);	 
			5'b11100: aux_result = (~B);		 
			5'b11101: aux_result = A | (~B);	 
			5'b11110: aux_result = ~(A | B);	 
			5'b11111: aux_result = 32'b1;		 
			5'b01100: aux_result = B;			 
			5'b01101: aux_result = B | (A & 16'hffff0000);			 
			5'b01110: aux_result = (B << 16) | (A & 16'h0000ffff);	 
			default : aux_result = OP;
		endcase
		result = aux_result;
	end
	always@(*) begin
						Z = (result == 32'b0) ? 1 : 0;
						S = result[31];
		if(OP[4:3] == 2'b01) begin  
			if(OP[0])	C = A[0];
			else		C = A[31];
		end
		else begin  
			if(OP[2] == 1)begin
						C = sub_C;
						O = sub_O;
			end
			else if(!OP[2])begin
						C = add_C;
						O = add_O;
			end
			else begin
						C = 0;
						O = 0;
			end
		end
	end
endmodule
module full_adder(A, B, carryIn, result, carryOut);
	input 	wire		A, B, carryIn;
	output 	reg			result, carryOut;
	always @(*)begin
		result = (A ^ B) ^ carryIn;
		carryOut = (A & B) | ((A ^ B) & carryIn);
	end
endmodule
module full_subtractor(A, B, borrowIn, result, borrowOut);
	input 	wire		A, B, borrowIn;
	output 	reg 		result, borrowOut;
	always @(*)begin
		case(borrowIn)
			0: begin
				borrowOut = (A == B) ? 1'b0 : B;
				result = (A == B) ? 1'b0 : 1'b1;
			end
			1: begin
				borrowOut = (A == B) ? 1'b1 : B;
				result = (A == B) ? 1'b1 : 1'b0;
			end
		endcase
	end
endmodule
module subtractor32(A, B, borrowIn, result, borrowOut, overflow);
	input	wire[31:0] 	A, B;
	input	wire		borrowIn;
	output	wire[31:0] 	result;
	output	wire		borrowOut, overflow;
	wire [32:0]			borrows;  
	assign 	borrows[0] 	= borrowIn;
	assign 	borrowOut 	= borrows[32];
	assign 	overflow 	= borrows[32] ^ borrows[31];
	genvar i;
	generate
		for(i = 0; i < 32; i = i + 1)
			full_subtractor fullsub (
									.A(A[i]),
									.B(B[i]),
									.borrowIn(borrows[i]),
									.result(result[i]),
									.borrowOut(borrows[i+1])
			);
	endgenerate
endmodule
==> run summary <==
On the backend side, the flow ran end to end.

The layout summary lists the proportion of cells stronger than drive strength 1 as 0.04030. Setup repair after global routing left no endpoint under its margin. The instance tally after logic synthesis stands at 1,534. The count of placed standard cells in the final layout, fillers left out stands at 1,929. The net switching share of the total power stands at 0.5380.

For this configuration, the core starts out at a cell density of 0.4081. Counting the warning lines in the Yosys log gives 4. The share of total power dissipated in the clock network is 0. The power report lists cell-internal power as 0.1843 mW. The number of max-cap violations stands at 0. Entering global routing, the biggest net connects 56 pins.

The global routing usage summed across all routing layers stands at 0.2945. STA classifies the critical path startpoint as an input pin. The sum of negative setup slack stands at 0 ns. In this run the cell area of the synthesized design comes to 0.01100 sq mm. between 100 and 150 I/O pins were placed. In this build the clock could be raised as far as approximately 86 MHz. The reported leakage power stands at 5.624 nW.

The final non-filler cell area stands at 0.01238 sq mm. The cell family contributing the most delay on the critical path is simple AND/OR/NAND/NOR gates. The highest metal layer carrying signal wires in the routed design is met4. The endpoint of the worst hold path is reported as result[0]. After synthesis, the mean cell area works out to approximately 7.2 sq um.

For reference, the top cells by count after synthesis are 179 x sky130_fd_sc_hd__nor2_1, 161 x sky130_fd_sc_hd__inv_1, 131 x sky130_fd_sc_hd__dlxtn_1. The share of async-settable or async-resettable flops after synthesis stands at 0. The final route contains 11,331 vias.

The arrival time reported for the critical path endpoint stands at 8.99 ns. For this block, wires on met1 add up to between 15 and 20 mm. The total antenna diodes in the routed design stands at 0. The number of standard cells reported by yosys stands at 1,534. Counting stages on the worst path, the most repeated cell is sky130_fd_sc_hd__or4_1. Per the GRT congestion report, total overflow comes to 0. The final timing report counts setup violations totalling 0. For this block, the initial DRC count from the detailed router was 834. The number of flops mapped to enable cells by yosys stands at 0.

The number of global-route vias before repair is 10,326. The max-slew check reports its worst relative slack as 0.3423. According to the timing report, the data required time at the worst endpoint equals 10.48 ns. The critical path goes through clkdlybuf4s50_1 -> nand2b_1 -> nor2_2 -> buf_4 -> nand2_1 -> o2111ai_1 -> or4_1 -> o32a_1 -> or4_1 -> or4_1 -> nor4_1 -> nand4b_1 -> or4_1 -> a2111oi_2 -> clkdlybuf4s50_1. The met3 wire length stands at 3.156 mm.

The first-pass iteration count of the detailed router stands at 6. The worst IR drop on VDD stands at about 0.017 mV. The floorplan die width stands at 167.8 um. The area fraction of the largest cell type after synthesis is 0.1791.

The tally of OpenROAD warnings stands at 128. TritonRoute output was used to compute an average wire per cell of 21.15 um. The number of I/O port buffers stands at roughly 110. The final timing summary puts the cycle share of the worst path at 0.8866. The share of total power dissipated in sequential elements is 0.110. The flow ran to the end, and the final reports show no timing, DRC or antenna violations. The number of cells in the design after placement stands at 1,929. The detailed router reports a met2 wire length of 18.34 mm.

The flow reported a cell area power density of 32.22 mW/mm^2. In the post-synthesis netlist, the cell with the most instances is sky130_fd_sc_hd__nor2_1. Per the synthesis report, the dominant area consumer among library cells is sky130_fd_sc_hd__dlxtn_1. Routability-driven placement finished with a final weighted congestion of roughly 0.94.

Per the timing report, the biggest fanout along the worst path comes to 18. The count of unclocked register or latch pins stands at 131. The worst setup path is captured at an output pin. Per STA, the highest per-stage delay on the worst path measures 0.86 ns. The script parses the final routing iteration and logs DRC violations as 0. Setup slack on the critical path of the routed design comes to 1.486 ns. On the critical path, the stage with the largest delay is an instance of sky130_fd_sc_hd__clkdlybuf4s50_1. The total half-perimeter wirelength after legalization and detailed placement stands at 29.93 mm.

Measured along the y axis, the die boundary spans around 170 um. In this run the power spent charging and discharging nets is 0.2147 mW. The fraction of power consumed by combinational cells stands at 0.890. The number of buffers added to fix hold violations after cts stands at 0. The core region area stands at around 0.027 sq mm. The final timing report lists a hold violation count of 0.

The post-synthesis register bit count stands at between 100 and 150. Summing all placed instances gives a cell area of 0.01238 sq mm. Per the hold report, the tightest min-delay path originates at OP[0]. Compared with the post-synthesis result, the final layout area differs by 12.59%. Post-CTS repair ended up resizing 0 cells.

Per the post-route antenna check, the number of violating nets is 0. The number of placement rows stands at 60. Along the worst hold path, the cell count comes to 5.

The pin closest to its max-slew limit shows a slew of 0.9806 ns. The timing report notes that buffer and inverter cells on the critical path total 3. The first global-routing pass estimated 62.00 mm of wire.

The die area stands at 0.02817 sq mm. The vias per cell stands at 5.874. 132 endpoints have no timing constraint. STA reports the tightest min-delay check as being of type in -> out.

The number of distinct library cell variants in the gate-level netlist after synthesis stands at 81. Logged for this run, the post-placement worst setup slack is 1.534 ns. The summed standard-cell area reported by yosys stands at 0.01100 sq mm. The worst setup path is of the in -> out kind. Yosys attributes the largest share of cell area to sky130_fd_sc_hd__dlxtn_1 18%, sky130_fd_sc_hd__ha_1 15%, sky130_fd_sc_hd__nor2_1 6.1%.

The initial antenna violation count stands at 0. Once the clock tree was built, the setup fixing pass inserted 0 buffers. The minimum clock period stands at 11.61 ns. Among all flip-flop cells after synthesis, the most frequent one is sky130_fd_sc_hd__dlxtn_1. The max-slew violation count stands at 0. For this block, the routed nets add up to ~41 mm of wire.
[cells in the final DEF, fill, tap and decap left out, types with 18 or more instances in the layout]
master / synthesis / layout
sky130_fd_sc_hd__ha_1: 128 / 128
sky130_fd_sc_hd__a221oi_1: 38 / 38
sky130_fd_sc_hd__fa_1: 32 / 32
sky130_fd_sc_hd__o21ai_0: 99 / 99
sky130_fd_sc_hd__nor2b_1: 32 / 32
sky130_fd_sc_hd__nor4_1: 18 / 18
sky130_fd_sc_hd__clkdlybuf4s50_1: 0 / 105
sky130_fd_sc_hd__a21oi_1: 106 / 106
sky130_fd_sc_hd__nand3_1: 27 / 27
sky130_fd_sc_hd__nor2_1: 179 / 174
sky130_fd_sc_hd__nand2_1: 124 / 124
sky130_fd_sc_hd__o2111ai_1: 28 / 28
sky130_fd_sc_hd__inv_1: 161 / 161
sky130_fd_sc_hd__nand2b_1: 33 / 33
sky130_fd_sc_hd__nor3_1: 39 / 37
sky130_fd_sc_hd__dlxtn_1: 131 / 131
sky130_fd_sc_hd__buf_4: 10 / 29
[layout make-up]
| type | count | area, sq um |
|---|---|---|
| well taps | 341 | 426.7 |
| repair buffers | 134 | 1269 |
| fillers | 2694 | 14570 |
| multi-input cells | 1159 | 8107 |
| inverters | 164 | 615.6 |
| flip-flops and latches | 131 | 1967 |
[logic make-up (layout without fill, tap and decap cells)]
logic type               Yosys count  count (layout)  share of synthesized area
AND-OR/OR-AND                    414             414                     0.2531
AND/OR/NAND/NOR                  535             535                     0.2333
multiplexers                      12              12                    0.01103
adder cells (fa/ha/maj)          174             174                     0.2166
buffers and inverters            244             298                    0.08804
XOR/XNOR                          24              24                    0.01911
latches                          131             131                     0.1791
[how the worst max path moves through the flow]
stage         start  end  slack [ns]  cells after the start
finish        OP[3]    Z        1.49                     15
global route  OP[3]    Z        1.26                     15
CTS           OP[3]    Z        1.50                     15
[worst min-delay path, stage by stage]
cell and delay (ns):
sky130_fd_sc_hd__clkdlybuf4s50_1 0.39, sky130_fd_sc_hd__buf_4 0.23, sky130_fd_sc_hd__nor2_1 0.16, sky130_fd_sc_hd__nor2_1 0.09, sky130_fd_sc_hd__clkdlybuf4s50_1 0.40
[sequential cells by signal (all words and copies together), names as in the netlist]
| register | count |
|---|---|
| O | 1 |
| add_A | 32 |
| add_B | 32 |
| borrowIn | 1 |
| carryIn | 1 |
| sub_A | 32 |
| sub_B | 32 |
[layer usage]
layer / GRT usage / vias up
li1: - / 5522
met1: 0.4349 / 5275
met2: 0.4667 / 476
met3: 0.04022 / 58
met4: 0.06262 / 0
met5: 0 / -
[per-stage QoR]
step	utilization	hold WS [ns]	total power, mW
floorplan	-	5.327	0.2331
global placement	0.4595	6.518	0.3948
detailed placement	0.4595	6.529	0.3937
CTS	0.4595	6.523	0.3969
global route	0.4595	6.605	0.4351
finish	0.4595	6.523	0.3990
[power groups by stage]
| stage | Clock, mW | Sequential, mW | Combinational (mW) |
|---|---|---|---|
| after global routing | 0 | 0.0464 | 0.389 |
| final | 0 | 0.0439 | 0.355 |
| after CTS | 0 | 0.0439 | 0.353 |
No activity file was given, so power comes from the tool's default toggle rates.
