===== /design/flow/design.v =====
module WB(	input 	wire 		CLK,
			input 	wire[31:0]	mxpc_out,	 
			input 	wire[31:0]	dm_Q,		 
			input 	wire[31:0]	alu_result,	 
			input 	wire[1:0]	uc_S_MXRB,
			output 	wire[31:0]	mxrb_out,
			input 	wire 		rf_RESET,
			input 	wire 		alu_O,
			input 	wire 		alu_S,
			input 	wire 		alu_C,
			input 	wire 		alu_Z,
			input 	wire[2:0]	uc_W_RF,
			output 	wire 		rf_O,
			output 	wire 		rf_S,
			output 	wire 		rf_C,
			output 	wire 		rf_Z);
	mx_rb mxrb(	.in_PC(mxpc_out),
				.in_DM(dm_Q),
				.in_ALU(alu_result),
				.S_MXRB(uc_S_MXRB),
				.out(mxrb_out));
	register_flags rf(	.RESET(rf_RESET),
						.in_O(alu_O),
						.in_S(alu_S),
						.in_C(alu_C),
						.in_Z(alu_Z),
						.W_RF(uc_W_RF),
						.CLK(CLK),
						.out_O(rf_O),
						.out_S(rf_S),
						.out_C(rf_C),
						.out_Z(rf_Z));
endmodule
module mx_rb(in_PC, in_DM, in_ALU, S_MXRB, out);
	input 	wire[31:0]	in_PC, in_DM, in_ALU;
	input 	wire[1:0]	S_MXRB;
	output 	reg	[31:0]	out;
	always @(*) begin
		case(S_MXRB)
			2'b00: 				out = in_PC;
			2'b01: 				out = in_DM;
			2'b10: 				out = in_ALU;
			default:			out = in_PC;
		endcase
	end
endmodule
module register_flags(CLK, RESET, in_O, in_S, in_C, in_Z, W_RF, out_O, out_S, out_C, out_Z);
	input 	wire		CLK, RESET, in_O, in_S, in_C, in_Z;
	input	wire[2:0]	W_RF;
	output 	reg			out_O, out_S, out_C, out_Z;
	always @(posedge RESET) begin
		out_O <= 1'b0;
		out_S <= 1'b0;
		out_C <= 1'b0;
		out_Z <= 1'b0;
	end
	always @(posedge CLK) begin
		case(W_RF)
			3'b001: 			out_Z <= in_Z;
			3'b010: begin
								out_S <= in_S;
								out_Z <= in_Z;
			end
			3'b011: begin
								out_S <= in_S;
								out_C <= in_C;
								out_Z <= in_Z;
			end
			3'b100: begin
								out_O <= in_O;
								out_S <= in_S;
								out_C <= in_C;
								out_Z <= in_Z;
			end
		endcase
	end
endmodule

===== /design/flow/run.sh =====
#!/bin/bash
# OpenROAD 26Q1-2900-gdf79404cd8, Yosys 0.63+post, stock flow scripts
make -C /OpenROAD-flow-scripts/flow DESIGN_CONFIG=/design/flow/config.mk WORK_HOME=/design/flow/orfs finish

===== /design/flow/config.mk =====
export PLATFORM = sky130hd
export DESIGN_NAME = WB
export DESIGN_NICKNAME = WB
export VERILOG_FILES = /design/flow/design.v
export SDC_FILE = /design/flow/constraint.sdc
export NUM_CORES = 4
export LEC_CHECK = 1
export CORE_AREA = 10 10 71 71
export DIE_AREA = 0 0 81 81

===== /design/flow/constraint.sdc =====
current_design WB

set clk_period 5.2
set clk_io_pct 0.2

create_clock -name clk0 -period $clk_period [get_ports {CLK}]
create_clock -name clk1 -period $clk_period [get_ports {rf_RESET}]

set non_clock_inputs [all_inputs -no_clocks]
set_input_delay [expr $clk_period * $clk_io_pct] -clock clk0 $non_clock_inputs
set_output_delay [expr $clk_period * $clk_io_pct] -clock clk0 [all_outputs]

==> run summary <==
impl run done, here's what came out: status=complete, no violations, WP depth=7, Max VDD drop=0.0540 mV, CP dominant cell by count=clkdlybuf4s50_1, Required @ worst endpoint=4.16 ns, DR pass1 iterations=4, crit path cell chain=clkdlybuf4s50_1 > inv_1 > ha_1 > buf_4 > a22oi_1 > o21ai_0 > clkdlybuf4s50_1, number of I/O pins=143, first-pass GRT wire length=6670 microns, synthesized instance count=118, antenna cell count=0, total gr overflow=0, Worst setup endpoint=mxrb_out[29], FP Rows=22, CTS Hold Bufs=0, YS chip area=671 sq um, Critical Path Slowest Stage Cell=ha_1, OpenROAD warnings=38, via count=1323, GRT Total Usage=12.5%, CP max FO=17, Die Height=81 microns, clkbuf count=0, kind of critical path=in -> out, Critical Path AT=3.21 ns, Power Dens Cells=93.3 nW/um^2, power share of the sequential group=0%, number of global-route vias before repair=1305, post-CTS setup buffers=0, ys cells=118, WP buf/inv=4, Setup TNS=0 ns, Initial DRC Count=49, Least-Margin Pin Slew=0.638 ns, Synth Warn #=10, Critical Path Max Stage Delay=0.55 ns, initial antenna violation count=0, final hold violations=0, Unique cell types=10, port bufs=130, hold_sp=mxpc_out[13], seq_cells=0, worst slack, placed=0.908 ns, Final Setup Violations=0, Gates resized, CTS repair=0, WL per Instance=15.8 microns, Rel. slew slack=57.5%, layout cells sized above 1=1.69%, core area=3630 sq um, Routability Congestion=0.860, Net Sw Frac=28.5%, worst hold path class=in -> out, family with the most delay on the worst path=buffers and inverters, die area=6560 sq um, Max Cap Viol=0, internal power=0.000130 W, Seq/Total Area, Yosys=0%, P&R area growth vs syn=191%, Die Wd=81 microns, Worst Setup Start Kind=input pin, synthesized area=671 sq um, crit path capture type=output pin, Reg area=0 sq um, switching power=0.0000520 W, Via density=4.64, Remaining DRCs=0, power share of the clock group=0%, Core Util at FP=18.5%, power share of the combinational group=100.0%, pin count of the biggest net entering global routing=33, HPWL after detailed placement=3890 microns, crit path from=uc_S_MXRB[1], hold slack=2.99 ns, Final ANT Viol Nets=0, LEAKAGE=0.723 nW, unrepaired setup endpoints after global routing=no, Post-Syn Area per Cell=5.68 sq um, Pins Over Slew Limit=0, Total Wirelength=4510 microns, Final Worst Setup Slack=0.952 ns
==> logic make-up after synthesis <==
logic type	after synthesis	synth area share (%)
AND-OR/OR-AND	64	59.7
adder cells (fa/ha/maj)	2	3.73
buffers and inverters	19	18.1
other	1	0.559
AND/OR/NAND/NOR	32	17.9
==> through the flow <==
stage	cells	power (W)	util, %	instance area [sq um]
2_1_floorplan	121	0.0000507	-	682
3_3_place_gp	285	0.000183	53.8	1950
3_5_place_dp	285	0.000185	53.8	1950
4_1_cts	285	0.000186	53.8	1950
5_1_grt	285	0.000201	53.8	1950
6_report	285	0.000182	53.8	1950
==> metal layers <==
layer  GRT usage [%]  vias to the layer above  part of all wire (%)
met2            22.3                       77                    49
met5               0                        -                     0
met1            14.7                      578                    38
met3            4.57                        2                    12
met4           0.692                        0                  0.69
li1                -                      666                     -
==> power by group through the flow <==
stage     Clock, W  Sequential, W  Combinational (W)
4_1_cts          0              0           0.000186
5_1_grt          0              0           0.000201
6_report         0              0           0.000182
==> cell usage after synthesis <==
| cell type | number | area, sq um |
|---|---|---|
| o21ai_0 | 2 | 10.0 |
| ha_1 | 2 | 25.0 |
| o21ai_1 | 30 | 150 |
| buf_4 | 4 | 30.0 |
| nand2_1 | 32 | 120 |
| a22oi_1 | 32 | 240 |
| buf_6 | 3 | 33.8 |
| inv_1 | 2 | 7.51 |
| buf_2 | 10 | 50.1 |
| conb_1 | 1 | 3.75 |
==> placed cells by master, fill, tap and decap left out <==
cell             instances
conb_1                   4
o21ai_1                 30
inv_1                    2
buf_4                    3
ha_1                     1
ha_2                     1
o21ai_0                  2
nand2_1                 32
a22oi_1                 32
clkdlybuf4s50_1        130
==> how the worst min path moves through the flow <==
stage | cells after the start | endpoint | slack, ns
after CTS | 4 | mxrb_out[16] | 3.00
after global routing | 4 | mxrb_out[27] | 3.02
final | 4 | mxrb_out[13] | 2.99
==> layout make-up <==
cell class	count	area, sq um
Fill cell	331	1680
Multi-Input combinational cell	102	563
Timing Repair Buffer	133	1320
Inverter	2	7.51
Tap cell	48	60.1
Power is estimated from default activity; no workload was simulated.
