File: config.mk
export PLATFORM = sky130hd
export DESIGN_NAME = mx_pc
export DESIGN_NICKNAME = mx_pc
export VERILOG_FILES = /design/flow/design.v
export SDC_FILE = /design/flow/constraint.sdc
export NUM_CORES = 4
export LEC_CHECK = 1
export CORE_AREA = 10 10 71 71
export DIE_AREA = 0 0 81 81
File: constraint.sdc
current_design mx_pc

set clk_period 1.0
set clk_io_pct 0.2

create_clock -name clk0 -period $clk_period

set non_clock_inputs [all_inputs -no_clocks]
set_input_delay [expr $clk_period * $clk_io_pct] -clock clk0 $non_clock_inputs
set_output_delay [expr $clk_period * $clk_io_pct] -clock clk0 [all_outputs]
File: design.v
module mx_pc(in_ALU, in_ADD, S_MXPC, out);
	input 	wire[31:0]	in_ALU, in_ADD;
	input 	wire		S_MXPC;
	output 	reg	[31:0]	out;
	always @(*) begin
		case(S_MXPC)
			1'b0: 				out = in_ALU;
			1'b1: 				out = in_ADD;
			default:			out = in_ALU;
		endcase
	end
endmodule
File: run.sh
#!/bin/bash
# OpenROAD 26Q1-2900-gdf79404cd8, Yosys 0.63+post, stock flow scripts
make -C /OpenROAD-flow-scripts/flow DESIGN_CONFIG=/design/flow/config.mk WORK_HOME=/design/flow/orfs finish
==> job_summary.md <==
## Implementation flow summary

| Metric | Value |
|---|---|
| Setup TNS | `-2.44 ns` |
| Setup crit end kind | `output pin` |
| Max frequency | `840 MHz` |
| Post-route ant nets | `0` |
| CP Max Fanout | `8` |
| Final setup viols | `32` |
| Commonest Layout Cell | `dlygate4sd2_1` |
| Arr. time, crit path | `0.99 ns` |
| Vias/cell | `3.70` |
| WL/cell | `15.4 µm` |
| Fill count | `359` |
| Die Wd | `81 µm` |
| GRT Util Overall | `0.0754` |
| Number of global-route vias before repair | `744` |
| Register share after synthesis | `0` |
| Synth-to-layout area growth | `187%` |
| Boundary Pins | `97` |
| Setup CP Type | `input port to output pin` |
| Router iterations before antenna repair | `2` |
| VDD IR-drop max | `159 µV` |
| Core ar. | `3630 µm²` |
| Final wirelength | `2810 µm` |
| Min Clock Period, post-route | `1.19 ns` |
| Fin crit share | `1.19` |
| Largest net degree at the start of global routing | `11` |
| Hold/Removal Path Class | `input port to output pin` |
| Yosys stat chip area | `544 µm²` |
| Synth Area per Inst | `15.1 µm²` |
| Logic area | `480 µm²` |
| Post-synth top area cell | `mux2_4` |
| Placer congestion estimate | `0.836` |
| Leakage power | `0.845 nW` |
| Die Ht | `81 µm` |
| Number of diodes | `0` |
| RSZ-0062 raised after global routing | `true` |
| FP Core Util | `0.150` |
| Initial antenna violation count | `0` |
| Failing checks | `negative setup slack` |
| Top Layout Cells | `dlygate4sd2_1 (59), mux2_4 (32), buf_6 (25), buf_2 (7), buf_12 (5)` |
| CTS Hold Bufs | `0` |
| Crit path DRT | `0.80 ns` |
| Syn Inst Count | `36` |
| Pwr dens | `399 nW/µm²` |
| Die ar. | `6560 µm²` |
| DP HPWL | `2560 µm` |
| Top-area cell share | `0.828` |
| Slew Limit Fails | `0` |
| Total congestion overflow | `0` |
| OpenROAD warning count | `34` |
| Via count | `678` |
| # clk buffers | `0` |
| First-pass GRT wire length | `3970 µm` |
| Rows | `22` |
| Share of cells above drive strength 1 | `0.526` |
| DRC viols | `0` |
| Relative slew margins | `0.944` |
| Max-cap violations | `0` |
| Cell Area, Synth | `544 µm²` |
| Hold Vio Cnt, Final | `0` |
| PortBufs | `97` |
| Post-layout util | `0.430` |
| Initial DRC count | `1` |
| Placed insts | `180` |
| Outcome | `finished, violations left` |
| Non-Filler Instances | `183` |
| Yosys warnings | `1` |
| Seq_cells | `0` |
| Yosys stat cell total | `36` |
| Startpoint types | `input port` |
| PnR worst setup slack | `-0.190 ns` |
| Top cells by area | `mux2_4 (83%), buf_12 (11%), mux2_2 (4.1%)` |
| Worst-margin pin slew | `0.0845 ns` |
| Sequential cell area | `0 µm²` |
| Yosys cell types | `4` |
==> cell usage after synthesis (all sizes together) <==
master	instances
mux2	32
buf	4
==> stage by stage <==
stage / setup WS, ns / instance area [µm²] / hold slack [ns] / power [W]
finish: -0.190 / 1560 / 0.701 / 0.000622
floorplan: 0.0669 / 544 / 0.498 / 0.000206
global route: -0.204 / 1560 / 0.727 / 0.000666
global placement: -0.527 / 1560 / 1.27 / 0.000668
detailed placement: -0.528 / 1560 / 1.26 / 0.000672
CTS: -0.192 / 1510 / 0.801 / 0.000601
==> layout make-up <==
class / instances / area share
multi-input cells: 32 / 0.308
well taps: 48 / 0.0385
repair buffers: 103 / 0.654
==> layer usage <==
layer / track usage / wire, µm
met5: 0 / 0
met4: 0 / 0
met3: 0.0290 / 354
met2: 0.127 / 1370
met1: 0.0955 / 1090
==> repair_timing <==
action / 4_1_cts / 5_1_grt
gates resized: 179 / 9
setup buffers: 2 / 0
endpoints found under the setup margin: 32 / 32
gates cloned: 1 / 0
==> worst max-delay path, cell delays in order <==
cell and delay, ns:
buf_12 0.12, buf_12 0.14, buf_12 0.12, mux2_4 0.29
buf_6 0.11
==> logic make-up after synthesis <==
logic type             share of synthesized area
multiplexers                               0.869
buffers and inverters                      0.131
==> report_power, final <==
group / internal (W) / switching, W / total [W]
registers: 0 / 0 / 0
clock network: 0 / 0 / 0
logic: 0.000483 / 0.000140 / 0.000622
==> path summary, 6_finish.rpt <==
check                 startpoint  endpoint  slack, ns  cells past startpoint
worst min-delay path   in_ADD[5]    out[5]       0.70                      3
worst max-delay path      S_MXPC   out[23]      -0.19                      5
Power figures rest on the tool's default switching activity, not on a simulated workload.
